[design.v]
module FA(
  input 	A,B,Cin,	 
  output	S,Cout		 
);
	logic aXORb, aANDb, aXORbANDcin;
	xor iXOR1(aXORb,A,B);
	and iAND1(aANDb,A,B);
	and iAND2(aXORbANDcin,aXORb,Cin);
	xor iXOR2(S,aXORb,Cin);
	or iOR1(Cout,aXORbANDcin,aANDb);
endmodule
module RCA4(
  input 	[3:0]	A,B,	 
  input 			Cin,	 
  output 	[3:0]	S,		 
  output 			Cout  	 
);
	logic C1,C2,C3;	
	FA iFA0(.A(A[0]),.B(B[0]),.Cin(Cin),.S(S[0]),.Cout(C1));
	FA iFA1(.A(A[1]),.B(B[1]),.Cin(C1),.S(S[1]),.Cout(C2));
	FA iFA2(.A(A[2]),.B(B[2]),.Cin(C2),.S(S[2]),.Cout(C3));
	FA iFA3(.A(A[3]),.B(B[3]),.Cin(C3),.S(S[3]),.Cout(Cout));
endmodule
module AHW2_top(SW,LEDR,HEX7,HEX6,HEX5,HEX4,HEX3,HEX2,HEX1,HEX0);
  input [17:0] SW;			 
  output [17:0] LEDR;		 
  output [6:0] HEX7,HEX6;	 
  output [6:0] HEX5,HEX4;	 
  output [6:0] HEX3,HEX2;	 
  output [6:0] HEX1,HEX0;	 
  wire [7:0] result;		 
  wire dis;					 
  assign LEDR[17:10] = SW[17:10];
  assign LEDR[0] = SW[0];
  assign LEDR[9:1] = 9'h000;
  assign dis = SW[1];
  BCDinc2 iINC(.A(SW[17:10]),.INC(SW[0]),.S(result));
  bcd7seg iBCD7(.num(result[7:4]),.dis(dis),.seg(HEX7));
  bcd7seg iBCD6(.num(result[3:0]),.dis(dis),.seg(HEX6));
  bcd7seg iBCD5(.num(SW[17:14]),.dis(1'b0),.seg(HEX5));
  bcd7seg iBCD4(.num(SW[13:10]),.dis(1'b0),.seg(HEX4));
  bcd7seg iBCD3(.num(4'b1010),.dis(1'b0),.seg(HEX3));
  bcd7seg iBCD2(.num(4'b1011),.dis(1'b0),.seg(HEX2));
  bcd7seg iBCD1(.num(4'b1100),.dis(1'b0),.seg(HEX1));
  bcd7seg iBCD0(.num(4'b1101),.dis(1'b0),.seg(HEX0));
endmodule
module BCDinc(
  input 	[3:0] A,		 
  input 	Cin,			 
  output 	Cout,			 
  output	[3:0] S			 
);
  logic [3:0] P;
  logic C1;
  RCA4 RCA4(.A(A[3:0]), .B(4'b0000), .Cin(Cin), .S(P[3:0]), .Cout(C1));
  assign Cout = P[3:0] == 4'b1010 ? 1 : 0;
  assign S[3:0] = ~Cout ? P[3:0] : 4'b0000;
endmodule  
module BCDinc2(
  input 	[7:0] A,		 
  input 	INC,			 
  output	[7:0] S		 
);
  logic C1, C2;
  BCDinc BCD1(.A(A[3:0]), .Cin(INC), .Cout(C1), .S(S[3:0]));
  BCDinc BCD2(.A(A[7:4]), .Cin(C1), .Cout(C2), .S(S[7:4]));
endmodule  
module bcd7seg(
  input 	[3:0] num,		 
  input 	dis,			 
  output	[6:0] seg		 
);
  logic [6:0] seg_int;
  segAdec A(.D(num), .segA(seg_int[0]));
  segBdec B(.D(num), .segB(seg_int[1]));
  segCdec C(.D(num), .segC(seg_int[2]));
  segDdec D(.D(num), .segD(seg_int[3]));
  segEdec E(.D(num), .segE(seg_int[4]));
  segFdec F(.D(num), .segF(seg_int[5]));
  segGdec G(.D(num), .segG(seg_int[6]));
  assign seg[0] = dis | seg_int[0];
  assign seg[1] = dis | seg_int[1];
  assign seg[2] = dis | seg_int[2];
  assign seg[3] = dis | seg_int[3];
  assign seg[4] = dis | seg_int[4];
  assign seg[5] = dis | seg_int[5];
  assign seg[6] = dis | seg_int[6];
endmodule  
module segAdec
(
	input [3:0] D,
	output reg segA
);
always @ (*) begin
	case (D)
	4'h1, 4'h4, 4'hB, 4'hC: segA = 1'b1; 
	4'h0, 4'h2, 4'h3, 4'h5, 4'h6, 4'h7, 4'h8, 4'h9, 4'hA, 4'hD : segA = 1'b0; 
	default : segA = 1'bx; 
	endcase
end
endmodule
module segBdec
(
	input [3:0] D,
	output segB
);
  logic n1,notD3,notD0;
  logic mt1,mt2,mt3;
  not iINV1(notD0,D[0]);
  not iINV2(notD3,D[3]);
  xor iXOR1(n1,D[1],D[0]);
  and iAND1(mt1,n1,notD3,D[2]);
  and iAND2(mt2,D[3],D[1],D[0]);
  and iAND3(mt3,D[3],D[2],notD0);
  or iOR(segB,mt1,mt2,mt3);
endmodule
module segCdec
(
	input [3:0] D,
	output segC
);
  logic notD2, notD0;
  not iNOT1(notD2, D[2]);
  not iNOT2(notD0, D[0]);
  and iAND1(segC, notD2, notD0, D[1]);
endmodule
module segDdec
(
	input [3:0] D,
	output segD
);
reg [0:15] truth_table = 16'b0100_1001_0110_10xx;
assign segD = truth_table[D];
endmodule
module segEdec
(
	input [3:0] D,
	output segE
);
  logic notD3,notD1;
  logic mt1,mt2,mt3;
  not iINV1(notD3,D[3]);
  not iINV2(notD1,D[1]);
  and iAND1(mt1,notD3,D[0]);
  and iAND2(mt2,notD1,D[0]);
  and iAND3(mt3,notD3,D[2],notD1);
  or iOR1(segE,mt1,mt2,mt3);
endmodule
module segFdec
(
	input [3:0] D,
	output segF
);
reg [0:15] truth_table = 16'b0111_0001_0001_10xx;
assign segF = truth_table[D];
endmodule
module segGdec
(
	input [3:0] D,
	output segG
);
  logic notD3, notD2, notD1, and1, and2;
  not iNOT1(notD3, D[3]);
  not iNOT2(notD2, D[2]);
  not iNOT3(notD1, D[1]);
  and iAND1(and1, notD1, notD2, notD3);
  and iAND2(and2, D[2], D[1], D[0]);
  or iOR1(segG, and1, and2);
endmodule
[run.sh]
#!/bin/bash
# OpenROAD 26Q1-2900-gdf79404cd8, Yosys 0.63+post, stock flow scripts
make -C /OpenROAD-flow-scripts/flow DESIGN_CONFIG=/design/flow/config.mk WORK_HOME=/design/flow/orfs finish
[config.mk]
export PLATFORM = sky130hd
export DESIGN_NAME = AHW2_top
export DESIGN_NICKNAME = AHW2_top
export VERILOG_FILES = /design/flow/design.v
export SDC_FILE = /design/flow/constraint.sdc
export NUM_CORES = 4
export LEC_CHECK = 1
export CORE_AREA = 10 10 97 97
export DIE_AREA = 0 0 107 107
[constraint.sdc]
current_design AHW2_top

set clk_period 3.9
set clk_io_pct 0.2

create_clock -name clk0 -period $clk_period

set non_clock_inputs [all_inputs -no_clocks]
set_input_delay [expr $clk_period * $clk_io_pct] -clock clk0 $non_clock_inputs
set_output_delay [expr $clk_period * $clk_io_pct] -clock clk0 [all_outputs]
==> ds_physical_params.txt <==
Physical implementation characteristics

Parameter                              Value

Run
  Count of warning messages emitted by the tools .................. 51
  Max-cap check violation count .................. 0

Critical path
  Required time at the endpoint of the critical path .................. 3.12 ns
  Kind of critical path .................. in -> out
  Nature of the critical path endpoint .................. output pin
  First element of the critical path .................. SW[0]
  Startpoint type of the worst setup path .................. input pin
  Maximum net fanout on the critical path .................. 2
  Data arrival time of the critical path .................. 3.50 ns
  End point of the critical path .................. HEX7[0]

Place
  Placement Setup Slack .................. -1.081 ns
  Count of input and output buffers .................. 47
  Post-DP HPWL .................. 3.336 mm
  Final GP Congestion .................. 0.8322

Routing
  Vias after detailed routing .................. 1322
  Number of optimization iterations in the first detailed-route pass .................. 4
  Number of nets with antenna violations after detailed routing .................. 0
  WL/cell .................. 11.95 um
  Number of remaining DRC errors .................. 0
  Average via count per standard cell .................. 3.911
  Number of DRC markers after the initial detailed-route iteration .................. 61
  Antenna Cells .................. 0
  Routed WL .................. 4.040 mm

Cells and area
  Share of cells above drive strength 1 .................. 0.2678
  Most numerous logic cell after layout .................. sky130_fd_sc_hd__conb_1
  Sequential cell count .................. 0
  Number of clock-tree buffers in the layout .................. 0
  Register Area .................. 0 um^2
  Area Growth Syn to Fin .................. 41.54%
  Most frequent cells in the layout .................. 37 x sky130_fd_sc_hd__conb_1, 36 x sky130_fd_sc_hd__clkdlybuf4s50_1, 24 x sky130_fd_sc_hd__buf_4, 13 x sky130_fd_sc_hd__inv_1, 9 x sky130_fd_sc_hd__ha_1

Worst hold path
  Worst hold path class .................. in -> out

Timing
  Final Max Slew Viols .................. 0
  Final-report hold violation count .................. 0
  RSZ-0062 raised after global routing .................. true
  Final sum of negative setup slack .................. -1.475 ns
  Min cycle time layout .................. 4.279 ns
  Post-layout worst setup margin .................. -0.3786 ns
  Setup-failing EPs final .................. 6
  Final Cycle Share .................. 1.097
  Timing-limited maximum frequency .................. 233.7 MHz

Synthesis
  Top cell type by total area after synthesis .................. sky130_fd_sc_hd__buf_4
  Main area contributors .................. sky130_fd_sc_hd__buf_4 30%, sky130_fd_sc_hd__ha_1 15%, sky130_fd_sc_hd__mux2i_1 4.7%, sky130_fd_sc_hd__inv_1 3.3%, sky130_fd_sc_hd__o211ai_1 3.0%
  Share of the yosys chip area belonging to registers .................. 0
  Yosys Chip Area .................. 0.001479 mm^2
  Post-synthesis instance area .................. 0.001479 mm^2
  Portion of synthesized cell area occupied by the leading cell type .................. 0.3046
  Number of warning messages in the yosys log .................. 3
  Mean instance size in the synthesized netlist .................. 7.432 um^2
  Yosys cell count .................. 199
  Distinct cells, synth .................. 42
  Number of instances in the synthesized netlist .................. 199

Floorplan
  Chip area .................. 0.01145 mm^2
  Cell row count .................. 31
  FP Util .................. 0.2028
  Total core area .................. 0.007292 mm^2
  Top-level port count .................. 92
  Height of the die .................. 107 um
  Horizontal die dimension .................. 107 um

Pwr
  VDD IR max .................. 0.00004010 V
  Pleak .................. 0.0008919 uW
  Power per standard cell area .................. 123.6 mW/mm^2

GRT
  Wire length of the first global-routing pass .................. 6.699 mm
  GRT Util Overall .................. 0.06710
  Pin count of the biggest net entering global routing .................. 15
  Via count of the first global-routing pass .................. 1373
  Overall overflow remaining after global route .................. 0
  Number of antenna violations at the first check in global routing .................. 0

Status
  Result of the run .................. complete, but fails checks
  Violations in the final reports .................. negative setup slack
## how the worst min path moves through the flow
stage                 start      end  slack, ns  cells past startpoint
after CTS             SW[0]  LEDR[0]       2.07                      2
after global routing  SW[0]  LEDR[0]       2.07                      2
final                 SW[0]  LEDR[0]       2.07                      2
## synth_stat cells (all sizes together), types with 2 or more instances
cell type	instances
mux2i	7
o21ai	8
nor3	3
a32o	2
clkbuf	8
o221ai	2
o31ai	5
nor2	5
a21boi	2
inv	13
xor2	2
nand2b	5
o211ai	6
nand2	7
buf	62
xnor2	4
nand3	6
ha	18
a311o	3
a21oi	7
conb	2
a211oi	3
o21bai	2
nor2b	3
## critical path, cell delays in order
cell and delay, ns:
sky130_fd_sc_hd__buf_8 0.10, sky130_fd_sc_hd__ha_4 0.15, sky130_fd_sc_hd__ha_4 0.15, sky130_fd_sc_hd__ha_4 0.20
sky130_fd_sc_hd__or3b_4 0.39, sky130_fd_sc_hd__nor2_4 0.14, sky130_fd_sc_hd__ha_4 0.14, sky130_fd_sc_hd__ha_4 0.12
sky130_fd_sc_hd__ha_4 0.19, sky130_fd_sc_hd__or2_4 0.24, sky130_fd_sc_hd__o21ai_4 0.18, sky130_fd_sc_hd__buf_4 0.14
sky130_fd_sc_hd__buf_6 0.09, sky130_fd_sc_hd__ha_4 0.13, sky130_fd_sc_hd__nand2_2 0.05, sky130_fd_sc_hd__o211ai_1 0.08
sky130_fd_sc_hd__a21o_1 0.13, sky130_fd_sc_hd__buf_2 0.08
## cells by family (layout without fill, tap and decap cells)
| kind of cell | count (synthesis) | in the layout | synth area share |
|---|---|---|---|
| buffers and inverters | 83 | 88 | 0.3646 |
| AOI/OAI and AO/OA | 48 | 48 | 0.2335 |
| and+or+nand+nor | 33 | 33 | 0.1159 |
| adders and majority gates | 18 | 18 | 0.1523 |
| muxes | 9 | 9 | 0.07022 |
| xor gates and xnor gates | 6 | 6 | 0.05839 |
| other | 2 | 37 | 0.005078 |
## final cells by class
class                      instances  area [um^2]
tap                               99        123.9
inverter                          13        48.80
timing repair buffer              75        660.6
fill                             795         5199
multi-input combinational        151         1260
## repair_timing
action                     4_1_cts  5_1_grt
gates resized                   54        7
setup endpoints to repair       11        9
hold endpoints to repair         0        0
buffers inserted                 5        1
hold buffers                     0        0
pin swaps                       14       14
## stage by stage
| stage | total power [uW] | hold slack [ns] | cell area [um^2] | instances | util |
|---|---|---|---|---|---|
| finish | 258.8 | 2.066 | 2093 | 338 | 0.2871 |
| global route | 291.6 | 2.069 | 2093 | 338 | 0.2871 |
| CTS | 258.2 | 2.068 | 2062 | 338 | 0.2828 |
| detailed placement | 239.1 | 2.476 | 1963 | 333 | 0.2692 |
| global placement | 239.2 | 2.466 | 1963 | 333 | 0.2692 |
| floorplan | 160.5 | 1.626 | 1703 | 234 | - |
## layer usage
layer / vias to the layer above / wire, um / GRT usage
met5: - / 0 / 0
met4: 0 / 0 / 0
met3: 0 / 256 / 0.01334
met2: 46 / 1988 / 0.1172
met1: 590 / 1795 / 0.08835
li1: 686 / - / -
## power breakdown
part,total (uW),internal (uW),switching (uW),leakage [uW]
Clock,0,0,0,0
Sequential,0,0,0,0
Combinational,259,148,111,0.000892
Power figures rest on the tool's default switching activity, not on a simulated workload.
