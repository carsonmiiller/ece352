`design/flow/config.mk`:
```
export PLATFORM = sky130hd
export DESIGN_NAME = sensor_datapath
export DESIGN_NICKNAME = sensor_datapath
export VERILOG_FILES = /design/flow/design.v
export SDC_FILE = /design/flow/constraint.sdc
export NUM_CORES = 4
export LEC_CHECK = 1
export CORE_UTILIZATION = 50
```
`design/flow/constraint.sdc`:
```
current_design sensor_datapath

set clk_period 7.9
set clk_io_pct 0.2

create_clock -name clk0 -period $clk_period [get_ports {clk}]

set non_clock_inputs [all_inputs -no_clocks]
set_input_delay [expr $clk_period * $clk_io_pct] -clock clk0 $non_clock_inputs
set_output_delay [expr $clk_period * $clk_io_pct] -clock clk0 [all_outputs]
```
`design/flow/design.v`:
```
module sensor_datapath(clk,rst_n,addr,src0sel,src1sel,
                       mult_add_n,load,Traw,Praw,Pcomp);
  input clk,rst_n;			 
  input [1:0] addr;			 
  input src0sel,src1sel;	 
  input mult_add_n;			 
  input load;				 
  input [11:0] Traw;		 
  input [11:0] Praw;		 
  output [11:0] Pcomp;		 
  localparam TCO = 12'h100;		 
  localparam KOFF = 12'h030;	 
  localparam KGAIN = 12'h180;	 
  wire [11:0] coeff;			 
  wire [11:0] src1,src0;		 
  wire [23:0] prod;				 
  wire [11:0] dst;				 
  reg [11:0] store_reg;
  assign src1 = (src1sel) ? store_reg : Traw;
  assign coeff = (addr==2'b00) ? TCO :
                 (addr==2'b01) ? KOFF :
			     (addr==2'b10) ? KGAIN :
			     12'hxxx;
  assign src0 = (src0sel) ? Praw : coeff;				 
  assign prod = src1*src0;		 
  assign dst = (mult_add_n) ? prod[19:8] : src1 + src0;
  always_ff @(posedge clk)
    if (load)
	  store_reg <= dst;
  assign Pcomp = store_reg;
endmodule
```
`design/flow/run.sh`:
```
#!/bin/bash
# OpenROAD 26Q1-2900-gdf79404cd8, Yosys 0.63+post, stock flow scripts
make -C /OpenROAD-flow-scripts/flow DESIGN_CONFIG=/design/flow/config.mk WORK_HOME=/design/flow/orfs finish
```
==> results.txt <==
flow finished, numbers: Slew HR 47.2%, critical path's largest stage delay 0.56 ns, Hold Path Class register to register, CP Launch Type input port, Cell Type Count 43, Iteration-0 DRC Markers 84, number of port buffers 42, Slew Viols, Final 0, die width 102 um, Syn Area/Cell 8.56 sq um, post-route ant nets 0, setup bufs post-CTS 0, TritonRoute pass-1 iters 4, Worst Path Arrival 7.45 ns, leading register cell type out of synthesis edfxtp_1, setup_tns 0 ns, DR DRC count 0, Clk Latency, worst-skew pair 0.24 ns, Synth Cell Area 5050 sq um, fp_density 51.7%, hpwl dp 10700 um, FFs w/ async S/R, synth 0%, Max-Cap Viols 0, Syn Inst Count 590, Crit path max-delay family adder cells, routability cong. 0.931, Hold Vio Cnt, Final 0, CTS tree done, Tool Warnings 26, final setup fails 0, Period minus WS final 7.51 ns, yosys stat area 5050 sq um, GR Overflow Total 0, dpl ws 0.0911 ns, RSZ-0062 raised after global routing false, most frequent logic cells in the routed design 138 x inv_1, 95 x fa_1, 92 x nand2_1, 52 x ha_1, 50 x nor2_1, # diodes 0, Max Freq 133 MHz, CTS root buffer clkbuf_8, actual slew at the worst max-slew pin 0.790 ns, most frequent CP cell fa_1, status finished clean, initial antenna violation count 0, top cells by area fa_1 38%, ha_1 13%, inv_1 10%, Post-synth EDFFs 12, drt wl/cell 15.3 um, Clock Skews 0.00173 ns, crit path max fanout 4, vias in the first global route 4077, Filler Cell Count 882, TritonCTS Sinks 12, max reg flops 12, clk slew on worst S/H paths 0.05 ns, Worst setup EP type register, synth warn 1, period utilization 95.1%, area grow syn2layout 16.6%, height of the die 102 um, Seq share, synth 7.14%, #FFs+latches synth 12, post-synth top area cell fa_1, Critical-path top delay cell fa_1, number of vias in the routed layout 3900, Commonest Layout Cell inv_1, critical path, cell by cell clkdlybuf4s50_1 -> buf_4 -> a21oi_1 -> clkinv_1 -> ha_1 -> inv_1 -> fa_1 -> fa_1 -> fa_1 -> inv_1 -> fa_1 -> inv_1 -> fa_1 -> inv_1 -> ha_1 -> a21o_1 -> a21oi_1 -> nand2b_1 -> o31ai_4 -> o21ai_4 -> o31ai_1 -> xnor2_1 -> mux2i_1, largest net degree at the start of global routing 23, chip area 10500 sq um, # H-tree levels 1, # rows 36, Setup CP Type input port to register, setup slack after layout 0.391 ns, total track usage 27.5%, WL final 12100 um, Core Region 9770 sq um, # IOs 44, yosys cell count 590, TritonCTS Buffers 3, CP required 7.84 ns, first-pass GRT wire length 20100 um, Max-area cell share 37.7%, maximum clock insertion buffer count 2, via-per-instance ratio 4.92, layout cells sized above 1 7.44%, CP bufs+invs 7
==> worst paths after layout <==
check	from	slack, ns	to	cells after the start
setup / recovery	src0sel	0.39	store_reg[11]$_DFFE_PP_	23
hold / removal	store_reg[5]$_DFFE_PP_	1.07	store_reg[5]$_DFFE_PP_	6
setup reg to reg	store_reg[5]$_DFFE_PP_	2.07	store_reg[11]$_DFFE_PP_	21
hold reg to reg	store_reg[5]$_DFFE_PP_	1.07	store_reg[5]$_DFFE_PP_	6
==> cell families (layout without fill, tap and decap cells) <==
kind of cell / Yosys count / count (layout) / share of synthesized area [%]
AOI/OAI and AO/OA: 48 / 48 / 6.79
xor gates and xnor gates: 29 / 29 / 5.03
adders and majority gates: 147 / 147 / 50.6
buffers and inverters: 158 / 227 / 11.9
DFF: 12 / 12 / 7.14
muxes: 16 / 16 / 3.30
and+or+nand+nor: 180 / 180 / 15.2
==> metrics by stage <==
stage / cells / instance area [sq um] / hold slack (ns) / utilization, %
final: 792 / 5890 / 1.07 / 60.2
after global routing: 792 / 5890 / 1.20 / 60.2
after CTS: 792 / 5880 / 1.08 / 60.2
after detailed placement: 788 / 5840 / 1.07 / 59.7
after global placement: 788 / 5840 / 1.05 / 59.7
after floorplan: 590 / 5050 / 0.949 / -
==> per-layer routing <==
layer  vias to the layer above  GRT usage (%)  wire length, um  share of wire (%)
li1                       1931              -                -                  -
met1                      1819           41.5             5440                 45
met2                       145           40.0             5210                 43
met3                         5           13.6             1440                 12
met4                         0           1.32               50               0.41
met5                         -              0                0                  0
==> synthesized netlist by cell type (all sizes together) (2+ instances only) <==
library cell / instances
o21a: 2
nand3: 10
a21oi: 19
nand2: 92
xor2: 8
a2111oi: 2
mux2: 5
o31ai: 2
edfxtp: 12
nor3: 6
nand3b: 2
clkbuf: 8
a21o: 5
nor2: 50
or3: 2
o21ai: 11
inv: 138
ha: 52
nor2b: 2
xnor2: 21
mux2i: 11
clkinv: 9
and2: 9
fa: 95
buf: 3
nand2b: 4
==> layout make-up <==
| type | count | area [sq um] | share of cell area [%] |
|---|---|---|---|
| clock inverter | 1 | 3.75 | 0.0637 |
| sequential | 12 | 360 | 6.12 |
| timing repair buffer | 76 | 676 | 11.5 |
| tap | 133 | 166 | 2.83 |
| multi-input combinational | 420 | 4090 | 69.4 |
| inverter | 147 | 552 | 9.37 |
| clock buffer | 3 | 41.3 | 0.701 |
==> worst reg2reg max path: cells and delay by family, from the launching register on <==
kind / cells / cell delay, ns
xor+xnor: 1 / 0.17
simple gates: 1 / 0.11
compound gates: 5 / 1.06
mux: 2 / 0.33
flops: 1 / 0.39
fa+ha+maj: 7 / 3.07
buf+inv: 5 / 0.44
==> timing repair <==
action / CTS / global route
gates resized: 0 / 2
hold buffers: 0 / 0
endpoints found under the setup margin: 0 / 1
endpoints found under the hold margin: 0 / 0
