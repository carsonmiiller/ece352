--- flow/design.v ---
module AHW1(
  input		[17:0] SW,		 
  input		[3:0] KEY,		 
  output 	[17:0] LEDR,	 
  output	[7:0] LEDG		 
);
  logic activeLowKey;
  not iNOT1(activeLowKey, KEY[0]);
  RCA4 RCA4(.A(SW[17:14]),.B(SW[3:0]),.Cin(activeLowKey),.S(LEDG[3:0]),.Cout(LEDG[7]));
  assign LEDR[17:14] = SW[17:14];
  assign LEDR[3:0] = SW[3:0];
endmodule
module FA(
  input 	A,B,Cin,	 
  output	S,Cout		 
);
	logic aXORb, aANDb, aXORbANDcin;
	xor iXOR1(aXORb,A,B);
	and iAND1(aANDb,A,B);
	and iAND2(aXORbANDcin,aXORb,Cin);
	xor iXOR2(S,aXORb,Cin);
	or iOR1(Cout,aXORbANDcin,aANDb);
endmodule
module RCA4(
  input 	[3:0]	A,B,	 
  input 			Cin,	 
  output 	[3:0]	S,		 
  output 			Cout  	 
);
	logic C1,C2,C3;	
	FA iFA0(.A(A[0]),.B(B[0]),.Cin(Cin),.S(S[0]),.Cout(C1));
	FA iFA1(.A(A[1]),.B(B[1]),.Cin(C1),.S(S[1]),.Cout(C2));
	FA iFA2(.A(A[2]),.B(B[2]),.Cin(C2),.S(S[2]),.Cout(C3));
	FA iFA3(.A(A[3]),.B(B[3]),.Cin(C3),.S(S[3]),.Cout(Cout));
endmodule
--- flow/run.sh ---
#!/bin/bash
# OpenROAD 26Q1-2900-gdf79404cd8, Yosys 0.63+post, stock flow scripts
make -C /OpenROAD-flow-scripts/flow DESIGN_CONFIG=/design/flow/config.mk WORK_HOME=/design/flow/orfs finish
--- flow/config.mk ---
export PLATFORM = sky130hd
export DESIGN_NAME = AHW1
export DESIGN_NICKNAME = AHW1
export VERILOG_FILES = /design/flow/design.v
export SDC_FILE = /design/flow/constraint.sdc
export NUM_CORES = 4
export LEC_CHECK = 1
export CORE_AREA = 10 10 70 70
export DIE_AREA = 0 0 80 80
--- flow/constraint.sdc ---
current_design AHW1

set clk_period 3.4
set clk_io_pct 0.2

create_clock -name clk0 -period $clk_period

set non_clock_inputs [all_inputs -no_clocks]
set_input_delay [expr $clk_period * $clk_io_pct] -clock clk0 $non_clock_inputs
set_output_delay [expr $clk_period * $clk_io_pct] -clock clk0 [all_outputs]
==> metrics.csv <==
metric,value,unit
chip area,0.00640,mm²
Vert. Die Dim,80,µm
die width,80,µm
FF/Latch Area,0,µm²
CLK BUF,0,
PnR worst setup slack,100,ps
pre-CTS setup slack,-664,ps
Tot Pwr,0.0000464,W
Final Hold Viols,0,
starting density of the core,8.83,%
"Seq share, synth",0,%
post-synth top area cell,buf_4,
Mean Syn Cell Area,8.15,µm²
crit path kind,in -> out,
mapped cell area,302,µm²
share of cells above drive strength 1,15.6,%
"non-filler cells, final",91,
worst min-delay path category,in -> out,
Synth Warn #,13,
XOR/XNOR Area Share,0,%
core box area,0.00342,mm²
port bufs,22,
largest net degree at the start of global routing,3,
Leak Pwr,0.190,nW
WHS,2010,ps
Simple-Gate Area Share,0,%
Cells after Synth,37,
"AND-OR/OR-AND Cells, Area Fraction",0,%
vias post-DR,187,
CP Capture Type,output pin,
Detailed Route Iter0 Violations,0,
Inst Count DP,91,
dpl hpwl,759,µm
first-pass GRT wire length,1030,µm
IO Pins,48,
Worst EP required,2720,ps
CP arrival,2620,ps
Antenna diodes,0,
Congestion Overflow GR,0,
maximum vdd drop,0.0351,mV
global placement routability congestion,0.771,
ys cells,37,
utilization after layout,12.6,%
pwr/cell area,108,mW/mm²
top-area cell type share of the netlist area,64.7,%
"Distinct cells, synth",4,
Fmax achieved,0.303,GHz
Synth area leaders,"buf_4, fa_1, inv_1",
post-synthesis chip area from yosys,302,µm²
RSZ-0062 raised after global routing,false,
Log Warnings,45,
mux cell area share after synthesis,0,%
WL final,750,µm
Total GRT Usage,1.97,%
P&R area growth vs syn,42.3,%
Final setup viols,0,
flip-flops,0,
vias in the first global route,220,
outcome,"complete, no violations",
First-pass DRT Iterations,1,
row count,21,
Remaining DRCs,0,
Max-Cap Viols,0,
Pins Over Slew Limit,0,
DR WL/cell,8.24,µm
Vias/cell,2.05,
cycle use final,97.0,%
Tmin final,3300,ps
comb area leader,buffers and inverters,
Setup crit start kind,input pin,
"Adder Share, Synth",26.6,%
Final ANT Viol Nets,0,
initial antenna violation count,0,
crit path max fanout,1,
where the power goes:
group / internal (W) / switching, W
clock: 0 / 0
combinational: 0.0000326 / 0.0000138
sequential: 0 / 0
cells in the final DEF, fill, tap and decap left out:
cell / netlist / layout
clkdlybuf4s50_1: 0 / 16
conb_1: 1 / 13
inv_1: 6 / 4
fa_2: 0 / 4
buf_2: 0 / 1
clkdlybuf4s15_1: 0 / 1
dlygate4sd2_1: 0 / 4
inv_2: 0 / 2
layer usage:
metal  GRT usage, %  routed length [µm]
met5              0                   0
met4              0                   0
met3           1.59                 172
met2           3.05                 308
met1           2.21                 269
synth_stat cells:
master and number:
buf_4 26, conb_1 1, inv_1 6, fa_1 4
stage by stage:
| stage | instance area, µm² | setup TNS (ps) |
|---|---|---|
| 6_report | 429 | 0 |
| 3_3_place_gp | 429 | -1230 |
| 3_5_place_dp | 429 | -1250 |
| 2_1_floorplan | 347 | 0 |
| 4_1_cts | 429 | 0 |
| 5_1_grt | 429 | 0 |
path summary, 6_finish.rpt:
kind | depth (start not counted) | start | end | slack (ps)
setup / recovery | 9 | KEY[0] | LEDG[3] | 100
hold / removal | 2 | SW[14] | LEDR[14] | 2010
cell type report:
type	instances	area (µm²)
fillers	390	2990
repair buffers	22	210
multi-input cells	17	139
well taps	46	57.6
inverters	6	22.5
cells by family (layout without fill, tap and decap cells):
kind of cell | Yosys count | in the layout
fa+ha+maj | 4 | 4
buf+inv | 32 | 28
other cells | 1 | 13
critical path, stage by stage:
cell	delay, ps
dlygate4sd2_1	210
inv_2	40
fa_2	380
fa_2	360
fa_2	340
inv_2	60
fa_2	410
inv_1	60
buf_2	90
repair_timing:
action                                  CTS  global route
endpoints found under the setup margin    3             1
hold buffers                              0             0
resized                                  15             0
pin swaps                                 3             2
buffers inserted                          0             0
Power is estimated from default activity; no workload was simulated.
